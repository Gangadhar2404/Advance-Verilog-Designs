==> design.v <==
module pipelining #(parameter N=10)(
  input [N-1:0]a,b,c,d,
  input clk,
  output [N-1:0]f
  );
  reg [N-1:0]L12_x1,L12_x2,L12_d,L23_x3,L23_d,L34_f;
  assign f=L34_f;
  always @(posedge clk) begin
    L12_x1<=a+b;
    L12_x2<=c-d;
    L12_d<=d;
    L23_x3<=L12_x1+L12_x2;
    L23_d<=L12_d;
    L34_f<=L23_x3*L23_d;
    end
endmodule
==> run.sh <==
#!/bin/bash
# OpenROAD 26Q1-2900-gdf79404cd8, Yosys 0.63+post, stock flow scripts
make -C /OpenROAD-flow-scripts/flow DESIGN_CONFIG=/design/flow/config.mk WORK_HOME=/design/flow/orfs finish
==> config.mk <==
export PLATFORM = sky130hd
export DESIGN_NAME = pipelining
export DESIGN_NICKNAME = pipelining
export VERILOG_FILES = /design/flow/design.v
export SDC_FILE = /design/flow/constraint.sdc
export NUM_CORES = 4
export LEC_CHECK = 1
export CORE_UTILIZATION = 40
==> constraint.sdc <==
current_design pipelining

set clk_period 6.0
set clk_io_pct 0.2

create_clock -name clk0 -period $clk_period [get_ports {clk}]

set non_clock_inputs [all_inputs -no_clocks]
set_input_delay [expr $clk_period * $clk_io_pct] -clock clk0 $non_clock_inputs
set_output_delay [expr $clk_period * $clk_io_pct] -clock clk0 [all_outputs]
==> notes.md <==
Notes on the flow run.

- By instance count, the cell type seen most on the critical path is sky130_fd_sc_hd__xnor2_1.
- The kind of end point of the critical path is a flip-flop, for reference.
- The die extent in x is 99.52 µm, for reference.
- The total wirelength of the detailed-routed design is 6151 µm, for reference.
- The count of placed standard cells including taps is about 570, for reference.
- Relative to the synthesized area, the layout overhead comes to 23.36%.
- Yosys reported that registers with async set or reset make up 0.
- The routed layout reports a DRC error count of 0.
- In the CTS report, the clock slew at the register clock pins of the worst setup and hold paths is listed as roughly 0.070 ns.
- Counting along the longest clock path gives a buffer depth of 2.
- The largest individual stage delay along the critical path comes from the cell sky130_fd_sc_hd__fa_1.
- According to the Yosys statistics, the synthesized design has a chip area of 0.003804 mm².
- The top cell types in the final layout, fill and taps aside, are sky130_fd_sc_hd__dfxtp_1, sky130_fd_sc_hd__inv_1, sky130_fd_sc_hd__ha_1.
- In this run, post-CTS hold repair placed 0 buffers.
- In the final report, the number of hold violations comes to 0.
- The total overflow left after global routing is 0.
- For reference, the critical path cell chain is nand2_1, fa_1, inv_1, fa_1, inv_1, fa_1, inv_1, fa_1, inv_1, fa_1, xnor2_1, xnor2_1, xnor2_1, xnor2_1, xnor2_1, xnor2_1.
- The flow ran to the end, and the final reports show no timing, DRC or antenna violations.
- The number of warnings in the stage logs is 25, for reference.
- The final antenna diode count is 0, for reference.
- The largest stage delay on the critical path is 0.54 ns, for reference.
- For the pin with the worst max-slew slack, the measured transition is 0.4227 ns.
- The number of antenna violations at the first check in global routing is 0, for reference.
- For reference, the final report shows the max-slew violation count at 0.
- Across every metal layer, demand over resource in global routing totals 0.1432.
- The data arrival at the endpoint of the critical path is 4.43 ns, for reference.
- The number of levels in the clock H-tree is 3, for reference.
- The worst pin sits at a relative slew slack of 0.7172.
- The required time at the worst endpoint is listed as 6.23 ns.
- The setup total negative slack is 0 ns, for reference.
- The critical path maximum fanout is 7.
- The number of detailed-routing iterations run before antenna repair is 4, for reference.
- The total die area is 0.009903 mm², for reference.
- The synthesized netlist occupies a cell area of 0.003804 mm².
- The number of top-level design ports is 51, for reference.
- The commonest register cell after synthesis is sky130_fd_sc_hd__dfxtp_1, for reference.
- TritonRoute output was used to compute an average wire per cell of 10.48 µm.
- Counting the fill cells in the layout gives 818.
- The die boundary height is 99.52 µm, for reference.
- The final critical-path setup slack is 1.802 ns, for reference.
- Per the OpenROAD floorplan log, the area of the core is between 0.009 and 0.01 mm².
- Counting every instance in the synthesized netlist gives between 300 and 400.
- The starting DRC count in detailed routing is 32, for reference.
- The met3 usage is 0.03288, for reference.
- The number of global-route vias before repair is 2538, for reference.
- The critical path is of the flip-flop to flip-flop type.
- Detailed placement ended at an HPWL of 4996 µm.
- The pre-CTS setup check shows a worst slack of 1.808 ns.
- For this run, the number of Yosys warnings is 1.
- The via count of the routed design is approximately 2600, for reference.
- Counting flops with a built-in enable in the synthesized netlist gives 0.
- The CTS tree is built, for reference.
- The global router reports that the layer with the highest usage is met2.
- The first global-routing pass estimated 10950 µm of wire.
- Per the repair_timing log after CTS, setup buffers inserted total 0.
- The cell sitting at the root of the clock tree is a sky130_fd_sc_hd__clkbuf_8.
- The routability congestion estimate is approximately 0.89, for reference.
- The script computed a power per unit cell area of 609.4 mW/mm².
- The via density per instance is 4.494, for reference.
- Excluding fillers, the count of instances in the completed layout stands at 587.
- The sum of buffers and inverters on the critical path is 4, for reference.
- The number of cell instances after yosys synthesis is 393, for reference.
- Once the clock tree was built, the resizer swapped 0 gates to a different size.
- Per the skew report, the later register of the worst-skew pair sees a clock latency of between 0.3 and 0.4 ns.
- The clock drives roughly 60 sinks.
- The highest-count logic cell in the final layout is sky130_fd_sc_hd__dfxtp_1, for reference.
- The synthesized design contains around 60 register bits.
- The max capacitance violation total is 0, for reference.
- The pin count of the biggest net entering global routing is 13, for reference.
- The reported leakage power is 2.233 nW, for reference.
- The number of buffers created by CTS is 9, for reference.
- The largest vdd supply drop is 480.7 µV, for reference.
- The fraction of layout cells with a size suffix above 1 is 0.05240, for reference.
- In this run the tool buffered the top-level ports with 50 buffer cells.
- At the end of the flow the core is filled with cells to 0.5078.
- The min-delay analysis places its worst path in the category flip-flop to flip-flop.
- The final antenna-violating net count is 0, for reference.
- Setup repair after global routing left no endpoint under its margin.
- The number of unique standard cell types used by synthesis is 33, for reference.
- STA classifies the critical path startpoint as a flip-flop.
- The starting utilization of the core area is 0.4116, for reference.
- The clock arrives with between 0.006 and 0.007 ns of skew.
- The kind of cell with the highest combined delay along the critical path is adder cells.
- A synthesized cell averages 9.678 µm².
- met2 track demand over resource after global routing is 0.2409.
- The met1 demand-to-capacity share in global routing is 0.2013, for reference.
- The sequential area share after synthesis is 0.3158, for reference.
- The floorplan has 35 rows.
- The final timing report counts setup violations totalling 0.
- The routed design could run at a clock period as short as 4.198 ns.
- The maximum achievable frequency is 238.2 MHz, for reference.
- Post-route period utilization is reported as 0.6997.
[area by class of cell]
class | count | area [µm²] | share of cell area
Timing Repair Buffer | 50 | 500.5 | 0.1067
Multi-Input combinational cell | 274 | 2380 | 0.5072
Clock buffer | 10 | 137.6 | 0.02933
Clock inverter | 6 | 93.84 | 0.02000
Inverter | 58 | 217.7 | 0.04640
Tap cell | 129 | 161.4 | 0.03440
Sequential cell | 60 | 1201 | 0.2560
[sequential cells by signal, summed over array words and instances, names as in the netlist]
register,count
L34_f,10
L12_d,10
L23_d,10
L12_x2,10
L12_x1,10
L23_x3,10
[where the power goes]
group / switching (mW) / internal, mW
logic: 0.876 / 0.964
registers: 0.0670 / 0.530
clock network: 0.174 / 0.249
total: 1.12 / 1.74
[worst reg2reg max path: cells and delay by family, from the launching register on]
| kind | cells | cell delay (ns) |
|---|---|---|
| fa+ha+maj | 5 | 2.46 |
| xor+xnor | 6 | 0.86 |
| flops | 1 | 0.45 |
| buf+inv | 4 | 0.20 |
| simple gates | 1 | 0.12 |
[cell usage after synthesis (4+ instances only)]
cell | count | share of area
sky130_fd_sc_hd__and3_1 | 6 | 0.0099
sky130_fd_sc_hd__a21boi_1 | 4 | 0.0079
sky130_fd_sc_hd__and2_1 | 19 | 0.031
sky130_fd_sc_hd__inv_1 | 58 | 0.057
sky130_fd_sc_hd__nor2_1 | 11 | 0.011
sky130_fd_sc_hd__nor3_1 | 7 | 0.0092
sky130_fd_sc_hd__nand3_1 | 4 | 0.0053
sky130_fd_sc_hd__dfxtp_1 | 60 | 0.32
sky130_fd_sc_hd__a21o_1 | 8 | 0.016
sky130_fd_sc_hd__xnor2_1 | 29 | 0.067
sky130_fd_sc_hd__ha_1 | 51 | 0.17
sky130_fd_sc_hd__o21ai_0 | 8 | 0.011
sky130_fd_sc_hd__a21oi_1 | 11 | 0.014
sky130_fd_sc_hd__nor2b_1 | 9 | 0.015
sky130_fd_sc_hd__fa_1 | 25 | 0.13
sky130_fd_sc_hd__xor2_1 | 14 | 0.032
sky130_fd_sc_hd__nand2_1 | 42 | 0.041
[worst paths after layout]
check             startpoint  endpoint  slack (ns)  cells past startpoint
hold / removal      L12_d[7]  L23_d[7]        0.33                      0
setup reg to reg    L23_d[3]  L34_f[9]        1.80                     16
hold reg to reg     L12_d[7]  L23_d[7]        0.33                      0
setup / recovery    L23_d[3]  L34_f[9]        1.80                     16
[layer usage]
layer  vias up  part of all wire
li1       1394                 -
met1      1192              0.48
met4         0             0.010
met3         7             0.044
met2        45              0.46
met5         -                 0
[per-stage QoR]
step                hold WS, ns  instance area [µm²]  total power [mW]
finish                   0.3268                 4692             2.859
global route             0.3342                 4692             3.247
detailed placement       0.3121                 4461             2.477
CTS                      0.3291                 4692             2.913
global placement         0.3121                 4461             2.442
floorplan                0.3096                 3804             2.133
[cells by family (layout without fill, tap and decap cells)]
kind of cell	after synthesis	after routing	share of synthesized area
AOI/OAI and AO/OA	48	48	0.08915
xor gates and xnor gates	43	43	0.09901
adders and majority gates	76	76	0.2993
buffers and inverters	59	124	0.05855
DFF	60	60	0.3158
and+or+nand+nor	107	107	0.1382
Power and IR drop assume default switching activity.
